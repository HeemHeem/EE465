`design.v`:
```
module srrc_filter( input clk, reset,
							input [1:0] sw,
                    input signed [17:0] x_in,  
                    output reg signed [17:0] y);  
integer  i;
reg signed [17:0] x[20:0];  
reg signed [18:0] sum_level_1[10:0];
reg signed [17:0] sum_out[9:0];
reg signed [36:0] LUT_out[10:0];  
reg signed [17:0] b[10:0];  
always @ (posedge clk or posedge reset)
    if(reset)
        x[0] <= 0;
    else
        x[0] <= x_in;
always @ (posedge clk or posedge reset)
    if(reset) 
    begin
        for(i=1; i<21; i=i+1)
            x[i] <= 0;
    end
    else
    begin
        for(i=1; i<21; i=i+1)
            x[i] <= x[i-1];
    end
always @ *
begin
    for(i=0; i<=9; i= i+1)
    sum_level_1[i] <= {x[i][17], x[i]} + {x[20-i][17], x[20-i]};  
end
always @ *
    sum_level_1[10] <= {x[10][17], x[10]};
always @ *
if (reset)
    for (i = 0; i <=9; i=i+1)
        sum_out[i] = 18'sd 0;
else
    begin
        sum_out[0] = LUT_out[0][35:18] + LUT_out[1][35:18];
        for(i = 0; i <=8 ; i=i+1)
            sum_out[i+1] <= sum_out[i] + LUT_out[i+2][35:18]; 
    end
always @ (posedge clk or posedge reset)
    if(reset)
        y <= 0;
    else
        y <= sum_out[9];
always @ *
begin
	case(sum_level_1[0])
		19 'd0      :	LUT_out[0]  = 37'd0;
		19 'd98304  :	LUT_out[0]  = 37'd29851648;
		19 'd32768  :	LUT_out[0]  = 37'd9950549;
		-19'd32768  :	LUT_out[0]  = -37'd9950549;
		-19'd98304  :	LUT_out[0]  = -37'd29851648;
		19 'd196608 :	LUT_out[0]  = 37'd59703296;
		19 'd131072 :	LUT_out[0]  = 37'd39802197;
		19 'd65536  :	LUT_out[0]  = 37'd19901099;
		-19'd65536  :	LUT_out[0]  = -37'd19901099;
		-19'd131072 :	LUT_out[0]  = -37'd39802197;
		-19'd196608 :	LUT_out[0]  = -37'd59703296;
		default     :	LUT_out[0]  = 37'd0;
	endcase
end
always @ *
begin
	case(sum_level_1[1])
		19 'd0      :	LUT_out[1]  = 37'd0;
		19 'd98304  :	LUT_out[1]  = 37'd70025216;
		19 'd32768  :	LUT_out[1]  = 37'd23341739;
		-19'd32768  :	LUT_out[1]  = -37'd23341739;
		-19'd98304  :	LUT_out[1]  = -37'd70025216;
		19 'd196608 :	LUT_out[1]  = 37'd140050432;
		19 'd131072 :	LUT_out[1]  = 37'd93366955;
		19 'd65536  :	LUT_out[1]  = 37'd46683477;
		-19'd65536  :	LUT_out[1]  = -37'd46683477;
		-19'd131072 :	LUT_out[1]  = -37'd93366955;
		-19'd196608 :	LUT_out[1]  = -37'd140050432;
		default     :	LUT_out[1]  = 37'd0;
	endcase
end
always @ *
begin
	case(sum_level_1[2])
		19 'd0      :	LUT_out[2]  = 37'd0;
		19 'd98304  :	LUT_out[2]  = 37'd56754176;
		19 'd32768  :	LUT_out[2]  = 37'd18918059;
		-19'd32768  :	LUT_out[2]  = -37'd18918059;
		-19'd98304  :	LUT_out[2]  = -37'd56754176;
		19 'd196608 :	LUT_out[2]  = 37'd113508352;
		19 'd131072 :	LUT_out[2]  = 37'd75672235;
		19 'd65536  :	LUT_out[2]  = 37'd37836117;
		-19'd65536  :	LUT_out[2]  = -37'd37836117;
		-19'd131072 :	LUT_out[2]  = -37'd75672235;
		-19'd196608 :	LUT_out[2]  = -37'd113508352;
		default     :	LUT_out[2]  = 37'd0;
	endcase
end
always @ *
begin
	case(sum_level_1[3])
		19 'd0      :	LUT_out[3]  = 37'd0;
		19 'd98304  :	LUT_out[3]  = -37'd78118912;
		19 'd32768  :	LUT_out[3]  = -37'd26039637;
		-19'd32768  :	LUT_out[3]  = 37'd26039637;
		-19'd98304  :	LUT_out[3]  = 37'd78118912;
		19 'd196608 :	LUT_out[3]  = -37'd156237824;
		19 'd131072 :	LUT_out[3]  = -37'd104158549;
		19 'd65536  :	LUT_out[3]  = -37'd52079275;
		-19'd65536  :	LUT_out[3]  = 37'd52079275;
		-19'd131072 :	LUT_out[3]  = 37'd104158549;
		-19'd196608 :	LUT_out[3]  = 37'd156237824;
		default     :	LUT_out[3]  = 37'd0;
	endcase
end
always @ *
begin
	case(sum_level_1[4])
		19 'd0      :	LUT_out[4]  = 37'd0;
		19 'd98304  :	LUT_out[4]  = -37'd302972928;
		19 'd32768  :	LUT_out[4]  = -37'd100990976;
		-19'd32768  :	LUT_out[4]  = 37'd100990976;
		-19'd98304  :	LUT_out[4]  = 37'd302972928;
		19 'd196608 :	LUT_out[4]  = -37'd605945856;
		19 'd131072 :	LUT_out[4]  = -37'd403963904;
		19 'd65536  :	LUT_out[4]  = -37'd201981952;
		-19'd65536  :	LUT_out[4]  = 37'd201981952;
		-19'd131072 :	LUT_out[4]  = 37'd403963904;
		-19'd196608 :	LUT_out[4]  = 37'd605945856;
		default     :	LUT_out[4]  = 37'd0;
	endcase
end
always @ *
begin
	case(sum_level_1[5])
		19 'd0      :	LUT_out[5]  = 37'd0;
		19 'd98304  :	LUT_out[5]  = -37'd422641664;
		19 'd32768  :	LUT_out[5]  = -37'd140880555;
		-19'd32768  :	LUT_out[5]  = 37'd140880555;
		-19'd98304  :	LUT_out[5]  = 37'd422641664;
		19 'd196608 :	LUT_out[5]  = -37'd845283328;
		19 'd131072 :	LUT_out[5]  = -37'd563522219;
		19 'd65536  :	LUT_out[5]  = -37'd281761109;
		-19'd65536  :	LUT_out[5]  = 37'd281761109;
		-19'd131072 :	LUT_out[5]  = 37'd563522219;
		-19'd196608 :	LUT_out[5]  = 37'd845283328;
		default     :	LUT_out[5]  = 37'd0;
	endcase
end
always @ *
begin
	case(sum_level_1[6])
		19 'd0      :	LUT_out[6]  = 37'd0;
		19 'd98304  :	LUT_out[6]  = -37'd157024256;
		19 'd32768  :	LUT_out[6]  = -37'd52341419;
		-19'd32768  :	LUT_out[6]  = 37'd52341419;
		-19'd98304  :	LUT_out[6]  = 37'd157024256;
		19 'd196608 :	LUT_out[6]  = -37'd314048512;
		19 'd131072 :	LUT_out[6]  = -37'd209365675;
		19 'd65536  :	LUT_out[6]  = -37'd104682837;
		-19'd65536  :	LUT_out[6]  = 37'd104682837;
		-19'd131072 :	LUT_out[6]  = 37'd209365675;
		-19'd196608 :	LUT_out[6]  = 37'd314048512;
		default     :	LUT_out[6]  = 37'd0;
	endcase
end
always @ *
begin
	case(sum_level_1[7])
		19 'd0      :	LUT_out[7]  = 37'd0;
		19 'd98304  :	LUT_out[7]  = 37'd645464064;
		19 'd32768  :	LUT_out[7]  = 37'd215154688;
		-19'd32768  :	LUT_out[7]  = -37'd215154688;
		-19'd98304  :	LUT_out[7]  = -37'd645464064;
		19 'd196608 :	LUT_out[7]  = 37'd1290928128;
		19 'd131072 :	LUT_out[7]  = 37'd860618752;
		19 'd65536  :	LUT_out[7]  = 37'd430309376;
		-19'd65536  :	LUT_out[7]  = -37'd430309376;
		-19'd131072 :	LUT_out[7]  = -37'd860618752;
		-19'd196608 :	LUT_out[7]  = -37'd1290928128;
		default     :	LUT_out[7]  = 37'd0;
	endcase
end
always @ *
begin
	case(sum_level_1[8])
		19 'd0      :	LUT_out[8]  = 37'd0;
		19 'd98304  :	LUT_out[8]  = 37'd1814659072;
		19 'd32768  :	LUT_out[8]  = 37'd604886357;
		-19'd32768  :	LUT_out[8]  = -37'd604886357;
		-19'd98304  :	LUT_out[8]  = -37'd1814659072;
		19 'd196608 :	LUT_out[8]  = 37'd3629318144;
		19 'd131072 :	LUT_out[8]  = 37'd2419545429;
		19 'd65536  :	LUT_out[8]  = 37'd1209772715;
		-19'd65536  :	LUT_out[8]  = -37'd1209772715;
		-19'd131072 :	LUT_out[8]  = -37'd2419545429;
		-19'd196608 :	LUT_out[8]  = -37'd3629318144;
		default     :	LUT_out[8]  = 37'd0;
	endcase
end
always @ *
begin
	case(sum_level_1[9])
		19 'd0      :	LUT_out[9]  = 37'd0;
		19 'd98304  :	LUT_out[9]  = 37'd2873360384;
		19 'd32768  :	LUT_out[9]  = 37'd957786795;
		-19'd32768  :	LUT_out[9]  = -37'd957786795;
		-19'd98304  :	LUT_out[9]  = -37'd2873360384;
		19 'd196608 :	LUT_out[9]  = 37'd5746720768;
		19 'd131072 :	LUT_out[9]  = 37'd3831147179;
		19 'd65536  :	LUT_out[9]  = 37'd1915573589;
		-19'd65536  :	LUT_out[9]  = -37'd1915573589;
		-19'd131072 :	LUT_out[9]  = -37'd3831147179;
		-19'd196608 :	LUT_out[9]  = -37'd5746720768;
		default     :	LUT_out[9]  = 37'd0;
	endcase
end
always @ *
begin
	case(sum_level_1[10])
		19 'd0      :	LUT_out[10] = 37'd0;
		19 'd32768  :	LUT_out[10] = 37'd3301212160;
		19 'd10923  :	LUT_out[10] = 37'd1100404053;
		-19'd10923  :	LUT_out[10] = -37'd1100404053;
		-19'd32768  :	LUT_out[10] = -37'd3301212160;
		default     :	LUT_out[10] = 37'd0;
	endcase
end
endmodule
```
`run.sh`:
```
#!/bin/bash
# OpenROAD 26Q1-2900-gdf79404cd8, Yosys 0.63+post, stock flow scripts
make -C /OpenROAD-flow-scripts/flow DESIGN_CONFIG=/design/flow/config.mk WORK_HOME=/design/flow/orfs finish
```
`config.mk`:
```
export PLATFORM = sky130hd
export DESIGN_NAME = srrc_filter
export DESIGN_NICKNAME = srrc_filter
export VERILOG_FILES = /design/flow/design.v
export SDC_FILE = /design/flow/constraint.sdc
export NUM_CORES = 4
export LEC_CHECK = 1
export CORE_UTILIZATION = 40
```
`constraint.sdc`:
```
current_design srrc_filter

set clk_period 21.0
set clk_io_pct 0.2

create_clock -name clk0 -period $clk_period [get_ports {clk}]

set non_clock_inputs [all_inputs -no_clocks]
set_input_delay [expr $clk_period * $clk_io_pct] -clock clk0 $non_clock_inputs
set_output_delay [expr $clk_period * $clk_io_pct] -clock clk0 [all_outputs]
```
==> impl_metrics.tcl <==
# metrics dict for downstream scripts
set metrics [dict create \
    layout_top_cell "dfrtp_1" \
    clk_path_buf_depth 3 \
    leakagePower_nw 14.0 \
    clk_pin_slew_ns 0.06 \
    ant_nets 0 \
    n_antenna_cell 0 \
    hold_depth 0 \
    viasPerCell 5.28 \
    fp_util_pct 40.4 \
    critical_path_arrival_ns 16.21 \
    grt_antenna_before_repair 0 \
    port_buffers 37 \
    drive_gt1_share_pct 4.39 \
    cts.sinks 396 \
    grt_overflow_total 0 \
    die_h_um 265 \
    dpl.hpwl_um 46700 \
    netlist_instances 3016 \
    log.warning_count 30 \
    path_delay_family "AND-OR/OR-AND gates" \
    status "finished clean" \
    final_util_pct 44.7 \
    tns_ns 0 \
    fin_crit_sh_pct 74.8 \
    yosysWarnings 5 \
    cp-end-kind "register" \
    fin_crit_ns 15.71 \
    cts_root_buffer "clkbuf_16" \
    r2r_setup_slack_ns 5.29 \
    synth_cell_types 85 \
    io_pins 40 \
    cts_max_level 2 \
    hold_viol_final 0 \
    grt_max_degree 131 \
    grt_pass1_vias 21052 \
    die.size.x_um 265 \
    whs_endpoint "x[12][13]" \
    crit_buf_inv 0 \
    post-cts-setup-buffer-count 0 \
    rows 96 \
    cts_hold_buf 0 \
    crit_fanout 8 \
    hp-class "register to register" \
    slew-limit-headroom_pct 36.7 \
    syn_area_per_cell_sq_um 9.19 \
    worstMarginPinSlew_ns 0.948 \
    rsz0062_at_grt "false" \
    cts-resized-gates 0 \
    vias 21282 \
    r2r-end "y[17]" \
    cp.required_ns 21.50 \
    syn_area_sq_mm 0.0277 \
    numCtsBuffers 45 \
    grt_pass1_wl_um 103000 \
    skew_ns 0.0210 \
    ys_cells 3016 \
    ys_seq_share_pct 35.7 \
    r2r_cells 63 \
    cap_violations 0 \
    edf_count 0 \
    setup_viol 0 \
    drt_iter0_drc 851 \
    gp_congestion 0.911 \
    critPathLaunchType "register" \
    report.final.slew_viol_count 0 \
    drt-pass1-iter-count 7 \
    path_class "register to register" \
    insertion_delay_ns 0.58 \
    avgRoutedWirePerCell_um 15.2 \
    ys_area_sq_mm 0.0277 \
    ir_drop_v 0.0000637 \
    max_freq_mhz 63.7 \
    critPathSlowestCell "o31ai_1" \
    ys.flop_type "dfrtp_1" \
    crit_top_cell "ha_1" \
    drt-total-wl_um 61400 \
    cts_tree "done" \
    layout_top_cells "396 x dfrtp_1, 328 x ha_1, 307 x nor2_1" \
    syn2layout_area_growth_pct 10.7 \
    die_area_sq_mm 0.0704 \
    drcViolationCount 0 \
    regToRegStartpoint "x[1][0]" \
    ys_ff 396 \
    hold_start "x[11][13]" \
    grtUsageTotal_pct 18.5 \
    core-area_sq_mm 0.0686 \
    cpPeakStageDelay_ns 0.72 \
    async_flop_share_pct 100 \
    power_density_mw_per_mm2 65.5 \
]
layer usage:
layer	GRT usage [%]	share of wire (%)	up-vias	wire length, um
li1	-	-	11055	-
met1	26.0	46	9735	28500
met2	30.4	46	368	28500
met3	2.62	3.4	124	2110
met4	5.62	3.6	0	2210
met5	0	0	-	0
how the worst max path moves through the flow:
stage / startpoint / end / slack (ns) / cells past startpoint
after global routing: x[2][0] / y[17] / 3.76 / 66
final: x[1][0] / y[17] / 5.29 / 63
after CTS: x[1][0] / y[17] / 5.22 / 63
state kept, by name, summed over array words and instances, names as in the netlist:
| signal | count |
|---|---|
| x | 378 |
| y | 18 |
final cells by class:
| cell class | instances | area (sq um) |
|---|---|---|
| clock buffers | 63 | 1280 |
| clock inverters | 15 | 171 |
| fillers | 6236 | 37900 |
| inverters | 175 | 664 |
| multi-input cells | 2396 | 17000 |
| flip-flops and latches | 396 | 9910 |
| well taps | 931 | 1160 |
| repair buffers | 54 | 508 |
logic make-up (layout without fill, tap and decap cells):
| group | after synthesis | in the layout | share of synthesized area, % |
|---|---|---|---|
| AOI/OAI and AO/OA | 875 | 875 | 20.4 |
| buffers and inverters | 224 | 307 | 3.04 |
| adders and majority gates | 359 | 359 | 17.0 |
| muxes | 17 | 17 | 0.650 |
| xor gates and xnor gates | 206 | 206 | 6.77 |
| DFF | 396 | 396 | 35.7 |
| and+or+nand+nor | 939 | 939 | 16.4 |
through the flow:
step	total power [mW]	cell area, sq um	setup slack, ns	hold WS (ns)	instances
after global placement	1.24	29200	5.48	0.367	3952
after global routing	2.13	30700	3.76	0.385	4030
after detailed placement	1.25	29200	5.30	0.365	3952
after floorplan	1.16	27700	0.485	0.357	3016
after CTS	2.04	30700	5.22	0.363	4030
final	2.01	30700	5.29	0.368	4030
synth_stat cells (9+ instances only):
cell type / number / area, sq um
nor2_1: 307 / 1150
or4_1: 9 / 67.6
o22ai_1: 18 / 113
ha_1: 328 / 4100
xor2_1: 86 / 753
nor3b_1: 13 / 97.6
or2_2: 15 / 93.8
fa_1: 30 / 601
nor4_1: 23 / 144
a21oi_1: 257 / 1290
nor2b_1: 63 / 394
inv_1: 174 / 653
and2_1: 19 / 119
nor3_1: 101 / 505
a2111oi_0: 11 / 96.3
a21o_1: 89 / 668
xnor2_1: 114 / 998
a211o_1: 11 / 96.3
and3_1: 34 / 213
nand2b_1: 48 / 300
or3_1: 23 / 144
dfrtp_1: 396 / 9910
o211ai_1: 19 / 143
clkbuf_1: 40 / 150
o31ai_1: 16 / 120
o21a_1: 33 / 248
a21boi_0: 28 / 210
nand2_1: 183 / 687
nand3_1: 61 / 305
a211oi_1: 34 / 255
o31a_1: 12 / 105
a31o_2: 10 / 87.6
nand4_1: 17 / 106
o21bai_1: 41 / 308
o2111ai_1: 19 / 166
o21ai_0: 174 / 871
mux2i_1: 9 / 90.1
a31oi_1: 31 / 194
where the power goes:
part | internal (mW) | switching [mW] | leakage (nW) | total [mW]
clock network | 0.453 | 0.315 | 0.711 | 0.768
logic | 0.159 | 0.254 | 8.63 | 0.413
registers | 0.801 | 0.0283 | 4.66 | 0.829
total | 1.41 | 0.598 | 14.0 | 2.01
Power figures rest on the tool's default switching activity, not on a simulated workload.

`design/flow/constraint.sdc`:
```
current_design MER_circuit

set clk_period 33.9
set clk_io_pct 0.2

create_clock -name clk0 -period $clk_period [get_ports {sys_clk}]

set non_clock_inputs [all_inputs -no_clocks]
set_input_delay [expr $clk_period * $clk_io_pct] -clock clk0 $non_clock_inputs
set_output_delay [expr $clk_period * $clk_io_pct] -clock clk0 [all_outputs]
```
`design/flow/config.mk`:
```
export PLATFORM = sky130hd
export DESIGN_NAME = MER_circuit
export DESIGN_NICKNAME = MER_circuit
export VERILOG_FILES = /design/flow/design.v
export SDC_FILE = /design/flow/constraint.sdc
export NUM_CORES = 4
export LEC_CHECK = 1
export CORE_UTILIZATION = 50
```
`design/flow/run.sh`:
```
#!/bin/bash
# OpenROAD 26Q1-2900-gdf79404cd8, Yosys 0.63+post, stock flow scripts
make -C /OpenROAD-flow-scripts/flow DESIGN_CONFIG=/design/flow/config.mk WORK_HOME=/design/flow/orfs finish
```
`design/flow/design.v`:
```
module accumulated_dc_error #(
    parameter DATA_WIDTH = 18,
    parameter ACC_DATA_WIDTH = 36,
    parameter ACC_IN_PADDING = ACC_DATA_WIDTH-DATA_WIDTH
)(
    input clk, sym_clk_ena, clear_accumulator,
    input wire signed [DATA_WIDTH-1:0] error,  
    output reg signed [ACC_DATA_WIDTH-1:0] acc,
    output reg signed [DATA_WIDTH-1:0] accumulated_error  
);
always @ (posedge clk)
    if(clear_accumulator)
        acc <= {{ACC_IN_PADDING{error[DATA_WIDTH-1]}},error};  
    else if (sym_clk_ena)
        acc <= acc + {{ACC_IN_PADDING{error[DATA_WIDTH-1]}},error};  
    else
        acc <= acc; 
always @ (posedge clk)
    if(clear_accumulator)
        accumulated_error <= acc[35:18]; 
    else
        accumulated_error <= accumulated_error;
endmodule
module average_accumulated_squared_error #(
    parameter DATA_WIDTH = 18,  
    parameter ACC_DATA_WIDTH = 50,  
    parameter SQUR_ERROR_DATA_WIDTH = 36,
    parameter ACC_SQR_ERROR_DATA_WIDTH = 30,
    parameter ACC_IN_PADDING = ACC_DATA_WIDTH- SQUR_ERROR_DATA_WIDTH
)(
    input clk, clear_accumulator, sym_clk_ena,
    input wire signed [DATA_WIDTH-1:0] error,  
    output reg  [ACC_DATA_WIDTH-1:0] acc_error,  
    output reg  [SQUR_ERROR_DATA_WIDTH-1:0] sqr_error,  
    output reg  [ACC_SQR_ERROR_DATA_WIDTH-1:0] accumulated_squared_error  
);
always @ *
    sqr_error = error * error;
always @(posedge clk)
    if(clear_accumulator)
        acc_error <= {{ACC_IN_PADDING{sqr_error[SQUR_ERROR_DATA_WIDTH-1]}}, sqr_error};
    else if (sym_clk_ena)
        acc_error <= acc_error + {{ACC_IN_PADDING{1'b0}}, sqr_error};  
    else
        acc_error <= acc_error; 
always @ (posedge clk)
    if(clear_accumulator)
        accumulated_squared_error <= acc_error[49:20];  
    else
        accumulated_squared_error <= accumulated_squared_error;
endmodule
module magnitude_estimate #(
    parameter           DATA_WIDTH = 18,  
    parameter           ACC_DATA_WIDTH = 39,  
    parameter           ACC_IN_PADDING = ACC_DATA_WIDTH-DATA_WIDTH,  
    parameter           REF_DIV = 20,  
    parameter           P_AVE_MULTIPLIER = 4'd5  
)( 
    input              sym_clk_ena,  
    input              clear_accumulator, 
    input              clk,
    input wire signed [DATA_WIDTH-1:0]   decision_variable,  
    output reg signed [DATA_WIDTH-1:0]   reference_level,  
	output	reg signed [ACC_DATA_WIDTH-1:0] accumulator, absolute_value, acc_counter,
    output reg signed [2*DATA_WIDTH+4-1:0]   mapper_out_power  
);
reg signed [2*DATA_WIDTH-1:0] reference_level_squared;
always @ *
    if(decision_variable[DATA_WIDTH-1] == 1'b1)
        absolute_value = -{{ACC_IN_PADDING{decision_variable[DATA_WIDTH-1]}}, decision_variable};
    else
        absolute_value = {{ACC_IN_PADDING{1'b0}}, decision_variable};
always @ (posedge clk)  
    if (clear_accumulator)
			accumulator <= {{ACC_IN_PADDING{1'b0}}, decision_variable};
    else if(sym_clk_ena)
        accumulator <= accumulator + absolute_value;  
	else
		accumulator <= accumulator;  
always @ (posedge clk)
	if(clear_accumulator)
		acc_counter <= 39'd0;
	else if (sym_clk_ena)
		acc_counter <= acc_counter + 39'd1;
	else
		acc_counter <= acc_counter;
always @ (posedge clk)
    if (clear_accumulator)
		reference_level <= accumulator[37:20];  
	else
		reference_level <= reference_level;  
always @ *
    reference_level_squared = reference_level * reference_level;  
always @ *
    mapper_out_power = P_AVE_MULTIPLIER * reference_level_squared;  
endmodule
module MER_circuit(
    input wire sys_clk, sam_clk_ena, sym_clk_ena, clock_12_5_ena, reset, clear_accumulator,
    input wire signed [17:0] decision_variable, error,  
    output wire [39:0] mapper_out_power,  
    output wire [29:0] accumulated_squared_error,  
    output wire [35:0] accumulated_error,  
    output wire signed [17:0] reference_level  
);
wire [38:0] accumulator, absolute_value, acc_counter;
wire signed [35:0] acc_dc;
wire [35:0] sqr_error;
wire [49:0] acc_error;
magnitude_estimate mag_est(
	.clk(sys_clk),
	.sym_clk_ena(sym_clk_ena),
	.clear_accumulator(clear_accumulator),
	.decision_variable(decision_variable),
	.reference_level(reference_level),
	.mapper_out_power(mapper_out_power),
	.accumulator(accumulator),
	.absolute_value(absolute_value),
	.acc_counter(acc_counter)
);
average_accumulated_squared_error acc_sq_err(
	.clk(sys_clk),
	.clear_accumulator(clear_accumulator),
	.sym_clk_ena(sym_clk_ena),
	.error(error),
	.acc_error(acc_error),
	.sqr_error(sqr_error),
	.accumulated_squared_error(accumulated_squared_error)
);
accumulated_dc_error acc_dc_error(
	.clk(sys_clk),
	.sym_clk_ena(sym_clk_ena),
	.clear_accumulator(clear_accumulator),
	.error(error),
	.acc(acc_dc),
	.accumulated_error(accumulated_error)
);
endmodule
```
==> reports/metrics.yaml <==
cells_and_area:
  fin_util: 0.5496
  syn_to_final_growth_pct: 8.919
  design_area_sq_um: 40030
  drive_gt1_frac: 0.03236
  final_cells: 5038
grt:
  grt_max_degree: 133
  antenna_found_initial: 1
  grt_usage: 0.2445
  grt_pass1_wl_mm: 136.5
  grtUsageMet2: 0.3681
  grt_use_met3: 0.07944
  busiest_layer: "met1"
  grt_use_met1: 0.3795
  grt_pass1_vias: 27080
  grt-ovfl-total: 0
detailed_routing:
  ant_nets: 0
  vias_per_cell: 5.144
  drc_errors: 0
  antenna_cells: 0
  avgRoutedWirePerCell_um: 15.92
  drt_wl_total_mm: 80.21
  drtIter0Drc: 1007
  num_vias: 25920
  dr.pass1.iters: 5
sta:
  worst_hold_slack_ns: 0.4590
  worst_slack_ns: 16.67
  fin_skew_ns: 0.01419
  timing.fmax_mhz: 58.05
  period_used_share: 0.5081
  tns_ns: 0
  period_minus_slack_ns: 17.23
  maxSlewHeadroom: 0.4208
  slew_viol_final: 0
  worst_pin_slew_ns: 0.8656
  rsz0062_at_grt: "no"
  hold_viol_final: 0
  setup_viol: 0
setup_path:
  arrival_ns: 10.45
  startpoint_type: "flip-flop"
  reg2regPathDepth: 13
  reg2reg_slack_ns: 30.43
  crit_type: "reg -> out"
  end_kind: "primary output"
  timing.rr.start: "acc_dc_error.acc[0]$_DFFE_PP_"
  crit_end: "mapper_out_power[37]"
  r2r_end: "acc_dc_error.acc[34]$_DFFE_PP_"
  startpoint: "mag_est.reference_level[17]$_DFFE_PP_"
  cp.required_ns: 27.12
  path_max_fanout: 21
  cpPeakStageDelay_ns: 0.88
  crit_slowest_cell: "edfxtp_1"
  cpMostUsedCell: "fa_1"
yosys:
  ys_chip_area_sq_um: 36750
  yosysCellCount: 3948
  yosys_most_used_dff: "edfxtp_1"
  numSynthFlops: 190
  top_area_cell: "fa_1"
  syn_area_per_cell_sq_um: 9.310
  top_cell_area_share: 0.3257
  ys_seq_share: 0.1498
  ys_top_cells_by_area: "fa_1, edfxtp_1, ha_1"
  netlist_area_sq_um: 36750
  synth_cell_types: 90
  synth-edff-count: 170
  yosys_warnings: 4
  syn_inst: 3948
  async_flop_share: 0
placed_design:
  placedInstanceArea_sq_um: 39410
  numPortBuffers: 160
  dp_worst_setup_slack_ns: 17.07
  dp_hpwl_mm: 64.64
  dp.cells: 5006
  place.gp.congestion: 0.9204
clocking:
  clock_latency_ns: 0.47
  postCtsHoldBufs: 0
  post_cts_buffers: 0
  clockBufferDepth: 2
  cts_made_buffers: 17
  cts_tree: "built"
  clk_pin_slew_ns: 0.08
  cts.sinks: 190
  postCtsResizedCells: 0
  htree_levels: 4
  cts_root_buf: "clkbuf_16"
run:
  tool_warnings: 44
  cap_violations: 0
outcome:
  status: "complete, no violations"
die:
  dieArea_sq_um: 74600
  io_pins: 166
  die_w_um: 273.1
  core_area_sq_um: 72830
  rows: 99
  fp_util: 0.5046
  fp.dieH_um: 273.1
hold_path:
  worstHoldPathType: "reg -> reg"
[cells in the mapped netlist, types with 10 or more instances]
cell type,count
inv_1,866
fa_1,598
ha_1,385
nand2_1,360
nor2_1,191
a21oi_1,186
edfxtp_1,170
xnor2_1,159
o21ai_0,127
and2_1,98
clkbuf_1,94
a21o_1,91
xor2_1,71
nand3_1,46
o21a_1,33
a211oi_1,32
nand2b_1,30
o21bai_1,30
nor3_1,28
nor2b_1,22
buf_4,21
nand4_1,21
dfxtp_1,20
a31oi_1,19
and3_1,17
o21ai_1,16
o31ai_1,15
mux2_2,14
or3_1,13
o211ai_1,12
a211o_1,10
o22ai_1,10
[state kept, by name, summed over array words and instances (netlist names)]
name                                  flops
mag_est.accumulator                      38
mag_est.reference_level                  18
acc_dc_error.accumulated_error           18
acc_dc_error.acc                         36
acc_sq_err.acc_error                     50
acc_sq_err.accumulated_squared_error     30
[cells by family after synthesis]
logic type | after synthesis | share of synthesized area
fa+ha+maj | 983 | 0.4568
simple gates | 862 | 0.1078
compound gates | 669 | 0.1208
flops | 190 | 0.1498
xor+xnor | 230 | 0.05481
mux | 22 | 0.006468
buf+inv | 991 | 0.1034
other cells | 1 | 0.0001020
[worst max-delay path: cells and delay by family (launching register included)]
| family | cells | cell delay (ns) |
|---|---|---|
| adder cells (fa/ha/maj) | 9 | 4.17 |
| AND-OR/OR-AND | 8 | 2.01 |
| buffers and inverters | 4 | 1.42 |
| AND/OR/NAND/NOR | 4 | 0.90 |
| flip-flops | 1 | 0.88 |
| XOR/XNOR | 2 | 0.57 |
[worst min-delay path by stage]
stage / from / endpoint / slack [ns] / cells past startpoint
5_1_grt: mag_est.accumulator[37]$_SDFFE_PP0P_ / mag_est.reference_level[17]$_DFFE_PP_ / 0.47 / 0
4_1_cts: acc_dc_error.acc[31]$_DFFE_PP_ / acc_dc_error.accumulated_error[13]$_DFFE_PP_ / 0.46 / 0
6_report: acc_dc_error.acc[31]$_DFFE_PP_ / acc_dc_error.accumulated_error[13]$_DFFE_PP_ / 0.46 / 0
[cells in the final DEF, fill, tap and decap left out, drive strengths merged, types with 19 or more instances in the layout]
| master | Yosys | layout |
|---|---|---|
| nand2b | 30 | 30 |
| nor3 | 28 | 28 |
| clkbuf | 94 | 19 |
| o21a | 33 | 33 |
| ha | 385 | 385 |
| clkdlybuf4s50 | 0 | 158 |
| o21bai | 30 | 30 |
| nand3 | 46 | 46 |
| a211oi | 35 | 35 |
| and2 | 98 | 98 |
| a21o | 91 | 91 |
| nand2 | 360 | 360 |
| xor2 | 71 | 71 |
| a21oi | 188 | 188 |
| nor2 | 191 | 191 |
| buf | 29 | 43 |
| nor2b | 22 | 22 |
| a31oi | 19 | 19 |
| conb | 1 | 22 |
| dfxtp | 20 | 20 |
| edfxtp | 170 | 170 |
| and3 | 19 | 19 |
| nand4 | 21 | 21 |
| o21ai | 145 | 145 |
| fa | 598 | 598 |
| xnor2 | 159 | 159 |
| inv | 866 | 873 |
[layer usage]
| layer | share of wire | routed length [um] | vias up |
|---|---|---|---|
| li1 | - | - | 12870 |
| met5 | 0.00014 | 11 | - |
| met3 | 0.075 | 6015 | 60 |
| met2 | 0.45 | 36290 | 640 |
| met1 | 0.46 | 36550 | 12340 |
| met4 | 0.017 | 1344 | 2 |
[layout make-up]
class	instances	area, sq um
fillers	6532	32800
multi-input cells	2788	27530
flip-flops and latches	190	5505
inverters	868	3261
repair buffers	201	1918
well taps	959	1200
clock buffers	19	464.2
clock inverters	13	156.4
